[flow/design.v]
module counter_n_bit#(
    parameter n
)(
    input logic clk,
    input logic resetn,
    input logic load,
    input logic en,
    input logic [n - 1: 0] load_data,
    output logic [n - 1: 0] count
);
    always_ff @(posedge clk) begin 
        if(~resetn) count <= 0;
        else begin 
            if(load) count <= load_data;
            else if(en) count <= count + 1;
        end
    end
endmodule : counter_n_bit
module decoder#(
    parameter n = 2
)(
    input logic [n-1:0]in,
    output logic [(1 << n) - 1: 0]out
);
    assign out = (1 << in);
endmodule : decoder
`timescale 1ns / 1ps
module register_nbit#(
    parameter n = 8
)(
    input logic clk,
    input logic areset,
    input logic en,
    input logic [n-1:0] d,
    output logic [n-1:0] q
);
    always_ff @(negedge clk or negedge areset) begin
        if (~areset)
            q <= {n{1'b0}};
        else if (en)
            q <= d;
    end
endmodule
module register_nbit_top(
    input wire CLK100MHZ,     
    input wire CPU_RESETN,   
    output wire CA, CB, CC, CD, CE, CF, CG, DP,
    input wire BTNC,
    output wire [7:0] AN,    
    input wire [15:0] SW     
);
logic reset_n;
logic clk;
assign reset_n = CPU_RESETN;
assign clk = CLK100MHZ;
wire [6:0] Seg;
wire [3:0] digits[0:7];
logic [7:0] q;
register_nbit #(.n(8))reg_inst(
        .clk(BTNC),
        .areset(CPU_RESETN),
        .en(SW[8]),
        .d(SW[7:0]),
        .q(q)
    );
assign digits[0] = q[3:0];
assign digits[1] = q[7:4];
assign digits[2] = 4'b1111;
assign digits[3] = 4'b1111;
assign digits[4] = 4'b1111;
assign digits[5] = 4'b1111;
assign digits[6] = 4'b1111;
assign digits[7] = 4'b1111;
sev_seg_controller ssc(
    .clk(clk),
    .resetn(reset_n),
    .digits(digits),
    .Seg(Seg),
    .AN(AN)
);
assign CA = Seg[0];
assign CB = Seg[1];
assign CC = Seg[2];
assign CD = Seg[3];
assign CE = Seg[4];
assign CF = Seg[5];
assign CG = Seg[6];
assign DP = 1'b1;  
endmodule : register_nbit_top
module sev_seg_controller #(
    parameter display_speed = 20
)(
    input logic clk,
    input logic resetn,
    input logic [3:0] digits [0:7],       
    output logic  [6:0] Seg,        
    output logic  [7:0] AN
);
    logic [display_speed - 1:0] count;
    seven_seg_decoder ssd(
        .bin(digits[count[display_speed - 1:display_speed - 3]]),
        .seg(Seg)
    );
    wire [7:0] decoder_out;
    decoder #(
        .n(3)
    ) decoder_inst (
        .in(count[display_speed - 1:display_speed - 3]),
        .out(decoder_out)
    );
    assign AN = ~decoder_out;
    counter_n_bit #(
        .n(display_speed)
    ) counter (
        .clk(clk),
        .resetn(resetn),
        .load(1'b0),
        .en(1'b1),
        .load_data(),
        .count(count)
    );
endmodule
module seven_seg_decoder(
    input  wire [3:0] bin,       
    output logic  [6:0] seg        
);
assign seg[0] = (~bin[3] & bin[2] & ~bin[1] & ~bin[0]) | (~bin[3] & ~bin[2] & ~bin[1] & bin[0]) | (bin[3] & bin[2] & ~bin[1] & bin[0]) | (bin[3] & ~bin[2] & bin[1] & bin[0]);
assign seg[1] = (~bin[3] & bin[2] & ~bin[1] & bin[0]) | (bin[3] & bin[2] & ~bin[0]) | (bin[3] & bin[1] & bin[0]) | (bin[2] & bin[1] & ~bin[0]) | (bin[3] & bin[2] & bin[1]);
assign seg[2] = (bin[3] & bin[2] & ~bin[0]) | (bin[3] & bin[2] & bin[1]) | (~bin[3] & ~bin[2] & bin[1] & ~bin[0]);
assign seg[3] = (~bin[3] & bin[2] & ~bin[1] & ~bin[0]) | (~bin[3] & ~bin[2] & ~bin[1] & bin[0]) |(bin[3] & ~bin[2] & bin[1] & ~bin[0]) | (bin[2] & bin[1] & bin[0]);
assign seg[4] = (~bin[3] & bin[2] & ~bin[1] & ~bin[0]) | (~bin[2] & ~bin[1] & bin[0]) | (~bin[3] & bin[0]);
assign seg[5] = (~bin[3] & ~bin[2] & bin[0]) | (~bin[3] & bin[1] & bin[0]) | (~bin[3] & ~bin[2] & bin[1]) | (bin[3] & bin[2] & ~bin[1] & bin[0]);  
assign seg[6] = (~bin[3] & ~bin[2] & ~bin[1]) | (~bin[3] & bin[2] & bin[1] & bin[0]) | (bin[3] & bin[2] & ~bin[1] & ~bin[0]);
endmodule
[flow/run.sh]
#!/bin/bash
# OpenROAD 26Q1-2900-gdf79404cd8, Yosys 0.63+post, stock flow scripts
make -C /OpenROAD-flow-scripts/flow DESIGN_CONFIG=/design/flow/config.mk WORK_HOME=/design/flow/orfs finish
[flow/config.mk]
export PLATFORM = sky130hd
export DESIGN_NAME = register_nbit_top
export DESIGN_NICKNAME = register_nbit_top
export VERILOG_FILES = /design/flow/design.v
export SDC_FILE = /design/flow/constraint.sdc
export NUM_CORES = 4
export LEC_CHECK = 1
export CORE_UTILIZATION = 30
export SYNTH_HDL_FRONTEND = slang
[flow/constraint.sdc]
current_design register_nbit_top

set clk_period 2.8
set clk_io_pct 0.2

create_clock -name clk0 -period $clk_period [get_ports {BTNC}]
create_clock -name clk1 -period $clk_period [get_ports {CLK100MHZ}]

set non_clock_inputs [all_inputs -no_clocks]
set_input_delay [expr $clk_period * $clk_io_pct] -clock clk0 $non_clock_inputs
set_output_delay [expr $clk_period * $clk_io_pct] -clock clk0 [all_outputs]
==> results.sh <==
# yosys + openroad results
export IMPL_edf_count=0
export IMPL_fp_util_pct=32.0
export IMPL_drt_wl_total_mm=3.18
export IMPL_cts_sinks=28
export IMPL_wirelength_met1_mm=1.69
export IMPL_clk_transition_reported_paths_ps=30
export IMPL_async_reset_ff_share_pct=28.6
export IMPL_grt_overflow=0
export IMPL_min_from="reg_inst.q[5]$_DFFE_NN0P_"
export IMPL_yosys_cells=173
export IMPL_required_ps=2240
export IMPL_wl_met2_mm=1.36
export IMPL_skew_ps=8.45
export IMPL_cp_start_kind="flop"
export IMPL_yosysUniqueCellTypes=41
export IMPL_routabilityCongestion=0.810
export IMPL_r2r_start="ssc.counter.count[0]$_SDFF_PN0_"
export IMPL_grt_total_usage_pct=12.6
export IMPL_grt_max_degree=16
export IMPL_top_area_share_pct=25.6
export IMPL_warning_count=36
export IMPL_die_h_um=74.2
export IMPL_cp_end_kind="output pin"
export IMPL_num_vias=1329
export IMPL_slew_headroom_pct=62.5
export IMPL_antenna_found_initial=0
export IMPL_ys_warn_count=0
export IMPL_yosys_area_um2=1560
export IMPL_ys_flop_type="dfxtp_1"
export IMPL_drive_above_1_share_pct=29.2
export IMPL_grt_pass1_wl_mm=5.42
export IMPL_largest_area_cell="dfxtp_1"
export IMPL_setup_ws_ps=-753
export IMPL_status="finished with violations"
export IMPL_reg2regPathDepth=5
export IMPL_cts_hold_fix_buffers=0
export IMPL_finalSetupViolations=7
export IMPL_tightest_slew_ps=562
export IMPL_max_cap_violations=0
export IMPL_p_per_area_nw_per_um2=480
export IMPL_finalHoldViolations=0
export IMPL_syn_to_final_growth_pct=38.0
export IMPL_cts_tree="done"
export IMPL_hold_slack_ps=454
export IMPL_synth_seq_cells=28
export IMPL_setup_tns_ps=-5020
export IMPL_rsz0062_at_grt="yes"
export IMPL_r2r_setup_slack_ps=1200
export IMPL_dieWidth_um=74.2
export IMPL_critPathKind="reg2out"
export IMPL_drtAntennaViolNets=0
export IMPL_crit_fanout=4
export IMPL_slew_violations=0
export IMPL_ys_seq_share_pct=38.4
export IMPL_netlist_instances=173
export IMPL_port_buffers=25
export IMPL_min_path_type="reg2reg"
export IMPL_ys_top_cells_by_area="dfxtp_1 26%, dfrtn_1 13%, mux2i_1 5.8%"
export IMPL_avgViaCountPerCell=4.70
export IMPL_synthesis_area_um2=1560
export IMPL_min_delay_path_depth=1
export IMPL_route_met3_wl_um=104
export IMPL_first_pass_iters=4
export IMPL_p_leak_nw=0.851
export IMPL_dr_max_layer_used="met4"
export IMPL_drcViolationCount=0
export IMPL_die_area_um2=5500
export IMPL_hpwl_mm=2.22
export IMPL_coreArea_um2=4880
export IMPL_grt_pass1_vias=1210
export IMPL_detail_route_wl_per_cell_um=11.2
export IMPL_max_vdd_ir_drop_uv=445
export IMPL_synth_avg_cell_area_um2=9.03
export IMPL_io_pins=35
export IMPL_top_cell="dfxtp_1"
export IMPL_violations="setup timing"
export IMPL_row_count=25
export IMPL_cp_arrival_ps=2990
export IMPL_drt_iter0_markers=36
export IMPL_min_to="reg_inst.q[5]$_DFFE_NN0P_"
export IMPL_antenna_diode_count=0
export IMPL_top_cells_by_count="20 x dfxtp_1, 17 x nand2_1, 14 x nor2_1"
export IMPL_reg2reg_to="ssc.counter.count[18]$_SDFF_PN0_"
## area by class of cell
class | instances | area (µm²)
repair buffers | 48 | 413
clock inverters | 1 | 30.0
multi-input cells | 131 | 940
flip-flops and latches | 28 | 601
fillers | 478 | 2720
well taps | 67 | 83.8
inverters | 2 | 7.51
clock buffers | 6 | 82.6
## cells by family after synthesis
| group | count (synthesis) | share of synthesized area [%] |
|---|---|---|
| AOI/OAI and AO/OA | 16 | 6.00 |
| buffers and inverters | 14 | 4.56 |
| adders and majority gates | 2 | 1.52 |
| and+or+nand+nor | 80 | 28.6 |
| DFF | 28 | 38.4 |
| xor gates and xnor gates | 13 | 7.29 |
| muxes | 19 | 13.4 |
| other | 1 | 0.240 |
## critical path: stages (launching register included)
cell	delay, ps
dfrtn_1	330
mux2_4	290
nor3_4	210
buf_6	150
xnor2_2	50
o211ai_1	180
buf_2	120
## per-stage QoR
stage               worst slack (ps)  utilization [%]  power, mW  instance area [µm²]  std cells
floorplan                       -299                -      0.524                 1570        173
global placement                -871             39.7      0.598                 1940        267
detailed placement              -886             39.7      0.597                 1940        267
finish                          -753             44.2       1.03                 2160        283
global route                    -842             44.2       1.08                 2160        283
CTS                             -780             44.0       1.04                 2150        283
## per-layer routing
metal	vias up	track usage [%]
met5	-	0
met4	0	1.50
met3	4	2.75
met2	25	17.9
met1	606	20.7
li1	694	-
## repair_timing
action | CTS | global route
setup endpoints to repair | 15 | 7
pin swaps | 15 | 7
buffers inserted | 10 | 0
resized | 41 | 2
## worst max path at each step
stage	startpoint	to	slack, ps	depth (start not counted)
final	reg_inst.q[3]$_DFFE_NN0P_	CA	-750	6
after global routing	reg_inst.q[4]$_DFFE_NN0P_	CD	-840	6
after CTS	reg_inst.q[3]$_DFFE_NN0P_	CA	-780	6
## state kept, by name (all words and copies together), names as in the netlist
signal	cells
reg_inst.q	8
ssc.counter.count	20
## report_power, final
part / internal, mW / total, mW / switching (mW) / leakage [nW]
clock: 0.283 / 0.417 / 0.134 / 0.0573
combinational: 0.112 / 0.188 / 0.0757 / 0.538
sequential: 0.417 / 0.430 / 0.0125 / 0.255
total: 0.813 / 1.03 / 0.222 / 0.851
## layout by cell type (no fill, tap or decap), drive strengths merged
cell type,netlist,routed
clkdlybuf4s50,0,17
xnor2,9,9
inv,2,2
buf,7,30
nand4,7,7
dfrtn,8,8
nor4b,1,1
maj3,1,1
nor4,4,4
conb,1,1
mux2,9,9
and3,2,2
dlygate4sd2,0,1
a21oi,5,5
mux2i,10,10
nand3b,3,3
nor3,5,5
nand2,17,17
nand3,12,12
clkbuf,5,6
o21ai,6,6
o211ai,2,2
or3,3,3
nor2,14,14
and4,2,2
a22oi,1,1
bufinv,0,1
xor2,4,4
and2,4,4
ha,1,1
dfxtp,20,20
nand2b,4,4
o22ai,2,2
or3b,2,2
Power figures rest on the tool's default switching activity, not on a simulated workload.
